==> design/flow/design.v <==
`resetall   
`timescale 1ns / 1ps   
`default_nettype none   
module access_code_generator (
    input wire aclk,
    input wire aresetn,
    input wire restart,
    input wire [31:0] access_code,
    input  wire input_tdata,
    input  wire input_tvalid,
    output reg  input_tready,
    input  wire input_tlast,
    output reg  output_tdata,
    output reg  output_tvalid,
    input  wire output_tready,
    output reg  output_tlast
);
  reg first_tdata = 0;
  reg first_tlast = 0;
  typedef enum logic [1:0] {
    FsmIdle              = 0,
    FsmInit,
    FsmSendingAccessCode,
    FsmSendingData
  } fsm_state_t;
  fsm_state_t state;
  localparam integer AccessCodeLength = 32;
  reg [$clog2(AccessCodeLength):0] counter;
  always @(posedge aclk) begin
    if (~aresetn) begin
      counter <= 0;
      output_tdata <= 0;
      output_tvalid <= 0;
      output_tlast <= 0;
      input_tready <= 0;
      state <= FsmIdle;
    end else begin
      case (state)
        FsmIdle: begin
          input_tready  <= 0;
          output_tvalid <= 0;
          output_tlast <= 0;
        end
        FsmInit: begin
          input_tready <= 0;
          output_tvalid <= 0;
          counter <= 1;
          output_tdata <= access_code[0];
          output_tvalid <= 1;
          output_tlast <= 0;
          state <= FsmSendingAccessCode;
        end
        FsmSendingAccessCode: begin
          if (output_tvalid & output_tready) begin
            counter <= counter + 1;
            if (AccessCodeLength > counter) begin
              output_tdata  <= access_code[counter];
              output_tvalid <= 1;
            end else begin
              output_tvalid <= 0;
              input_tready <= 1;
              state <= FsmSendingData;
            end
          end
        end
        FsmSendingData: begin
          if (input_tvalid & input_tready) begin
            input_tready  <= 0;
            output_tdata  <= input_tdata;
            output_tlast  <= input_tlast;
            output_tvalid <= 1;
          end
          if (output_tvalid & output_tready) begin
            output_tvalid <= 0;
            input_tready  <= 1;
            if (output_tlast) begin
              state <= FsmIdle;
            end
          end
        end
        default: state <= FsmIdle;
      endcase
      if (restart) begin
        state <= FsmInit;
      end
    end
  end
endmodule
`resetall
==> design/flow/run.sh <==
#!/bin/bash
# OpenROAD 26Q1-2900-gdf79404cd8, Yosys 0.63+post, stock flow scripts
make -C /OpenROAD-flow-scripts/flow DESIGN_CONFIG=/design/flow/config.mk WORK_HOME=/design/flow/orfs finish
==> design/flow/config.mk <==
export PLATFORM = sky130hd
export DESIGN_NAME = access_code_generator
export DESIGN_NICKNAME = access_code_generator
export VERILOG_FILES = /design/flow/design.v
export SDC_FILE = /design/flow/constraint.sdc
export NUM_CORES = 4
export LEC_CHECK = 1
export CORE_AREA = 10 10 91 91
export DIE_AREA = 0 0 101 101
==> design/flow/constraint.sdc <==
current_design access_code_generator

set clk_period 2.6
set clk_io_pct 0.2

create_clock -name clk0 -period $clk_period [get_ports {aclk}]

set non_clock_inputs [all_inputs -no_clocks]
set_input_delay [expr $clk_period * $clk_io_pct] -clock clk0 $non_clock_inputs
set_output_delay [expr $clk_period * $clk_io_pct] -clock clk0 [all_outputs]
==> out/qor.txt <==
Pins Over Slew Limit: 0
Critical path launch point type: input port
WHS: 547.4 ps
PostCTS Resize Cnt: 0
Top cells excl fill/tap: 42 x clkdlybuf4s50_1, 14 x dfxtp_1, 8 x nor2_1, 8 x mux2i_1
Layout area overhead: 47.77%
Synth mux share: 22.92%
Ys flop type: dfxtp_1
Crit path arrival time: 2000 ps
Core area: 0.006350 sq mm
Final instance area: 0.001533 sq mm
Layout cell share with drive strength beyond 1: 8.000%
DRT Wirelength: 3.000 mm
Pint: 0.4173 mW
RSZ-0062 raised after global routing: no
Status: completed
Slowest stage delay, CP: 440 ps
Largest net degree at the start of global routing: 16
CTS H-Tree Depth: 1
Min Clock Period, post-route: 1862 ps
Critical Path Fanout Max: 3
Syn. warnings: 1
Clock sink count: 14
Register area: 280.3 sq um
Clock latency (worst-skew pair): 240 ps
Mean number of vias per cell: 4.167
Pre-CTS setup slack: 490.1 ps
Tool warnings: 27
CP Buf/Inv Count: 1
First-pass detailed-route iteration total: 4
Post-synth EDFFs: 0
Crit-path cells: clkdlybuf4s50_1 > a21boi_0 > a211o_1 > mux2_2 > a32o_1
GRT overflow: 0
#FFs+latches synth: 14
Slowest-stage cell, CP: clkdlybuf4s50_1
Kind of critical path: in -> reg
Cell Type Count: 40
CTS Hold Buffers Added: 0
Top logic family: multiplexers
Asr flop ratio synth: 0%
Initial antenna violation count: 0
IO Count: 43
Total power: 0.5383 mW
IO buf count: 42
Static leakage: 0.5050 nW
Slew @ Worst Pin: 481.0 ps
Gp weighted congestion: 0.7691
Setup TNS: 0 ps
Synth Area in Simple Gates: 16.41%
Adder Share, Synth: 2.413%
Yosys chip area: 0.001037 sq mm
Setup Viol. Count Final: 0
Slew HR: 67.11%
Comb power frac: 24.6%
Share of power burned in registers: 42.8%
Initial drt markers: 91
Maximum vdd drop: 0.1317 mV
Die Size: 0.01020 sq mm
Ant diodes: 0
Setup crit end kind: flop
FP Core Util: 16.33%
Postcts setup bufs: 0
Cells in synth_stat.txt: 111
Num CTS Buffers: 3
GRT Overall Usage: 5.647%
Die span in y: 101 um
Top cells, area: dfxtp_1 27%, mux4_2 13%, mux2i_1 7.7%
Synth Seq Share: 27.02%
Dominant logic cell type in the layout: clkdlybuf4s50_1
Sw Ratio: 22.48%
Routed via count: 946
CTS root buffer: clkbuf_8
Final antenna-violating net count: 0
Yosys xor share: 2.533%
FILL cells: 671
Dominant cell type by area after synthesis: dfxtp_1
CP required: 2730 ps
Cell area after synthesis: 0.001037 sq mm
Vias in the first global route: 972
TritonCTS clock tree: done
Die W: 101 um
Reg clk slew, reported paths: 60 ps
Synth Area per Inst: 9.345 sq um
Clk buf depth: 2
Sw power: 0.1210 mW
PD cells: 351.2 mW/mm^2
First-pass GRT wire length: 4.830 mm
Hold Path Class: reg -> reg
Clk_skew: 1.121 ps
Number of max-cap violations: 0
Fmax: 537.0 MHz
Yosys aoi share: 20.14%
Clock group share of total power: 32.6%
Wire per inst: 13.22 um
Worst Slack Setup Final: 737.7 ps
Period utilization: 71.63%
Placed wire-length estimate: 2.441 mm
Synth Instances: 111
Hold Vio Cnt, Final: 0
Delay-heaviest family, CP: AND-OR/OR-AND gates
DRC: 0
Area leader share: 27.02%
Area after DPL: 0.001491 sq mm
Comb area: 668.1 sq um
Floorplan row count: 29
## worst paths after layout
| check | to | startpoint | slack, ps | cells past startpoint |
|---|---|---|---|---|
| worst max-delay path | output_tdata | input_tvalid | 740 | 5 |
| worst min-delay path | output_tlast | output_tlast | 550 | 2 |
| worst max register to register | output_tdata | counter[1] | 840 | 3 |
| worst min register to register | output_tlast | output_tlast | 550 | 2 |
## worst reg2reg max path: cells and delay by family, from the launching register on
kind / cells / cell delay, ps
AND-OR/OR-AND: 2 / 490
multiplexers: 1 / 590
flip-flops: 1 / 620
## metrics by stage
| stage | utilization, % | cells |
|---|---|---|
| after floorplan | - | 111 |
| after global placement | 23.49 | 224 |
| after detailed placement | 23.49 | 224 |
| after CTS | 24.14 | 227 |
| after global routing | 24.14 | 227 |
| final | 24.14 | 227 |
## logic make-up after synthesis
kind of cell,count (synthesis)
DFF,14
AOI/OAI and AO/OA,30
xor gates and xnor gates,3
muxes,16
and+or+nand+nor,34
buffers and inverters,12
adders and majority gates,2
## synthesized netlist by cell type (all sizes together), types with 3 or more instances
library cell and n:
o21ai 4, nand2 7, nand3 5, inv 5, mux2i 8, buf 6, xnor2 3, mux4 6
dfxtp 14, a21oi 7, nor2 8, a21boi 3, nand2b 4
## power groups by stage
stage                 clock, mW  combinational [mW]  sequential [mW]
after CTS                 0.180               0.134            0.231
after global routing      0.189               0.145            0.233
final                     0.175               0.132            0.231
## state kept, by name (all words and copies together) (netlist names)
name           count
input_tready       1
output_tdata       1
output_tvalid      1
counter            6
output_tlast       1
state              4
## layer usage
layer  vias up  wire length [um]  global-route usage, %
met2        19              1559                  9.631
met1       432              1315                  7.565
met4         0                34                 0.7503
li1        493                 -                      -
met5         -                 0                      0
met3         2                91                 0.8316
## cell type report
class | count | area share [%]
clock buffers | 3 | 2.694
inverters | 5 | 1.224
flip-flops and latches | 14 | 18.29
well taps | 77 | 6.286
repair buffers | 43 | 27.92
multi-input cells | 85 | 43.59
Power and IR drop assume default switching activity.
