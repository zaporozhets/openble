==> design/flow/design.v <==
`resetall   
`timescale 1ns / 1ps   
`default_nettype none   
module serial_crc24 (
    input wire aclk,
    input wire aresetn,
    input wire restart,
    input wire [23:0] init_preset,
    input wire input_tdata,
    input wire input_tvalid,
    output wire [23:0] crc_out
);
  reg [23:0] lfsr = 0;
  assign crc_out = lfsr;
  always @(posedge aclk)
    if (~aresetn | restart) begin
      lfsr <= init_preset;
    end else if (input_tvalid) begin
      lfsr[0]  <= input_tdata ^ lfsr[23];
      lfsr[1]  <= lfsr[0] ^ (input_tdata ^ lfsr[23]);
      lfsr[2]  <= lfsr[1];
      lfsr[3]  <= lfsr[2] ^ (input_tdata ^ lfsr[23]);
      lfsr[4]  <= lfsr[3] ^ (input_tdata ^ lfsr[23]);
      lfsr[5]  <= lfsr[4];
      lfsr[6]  <= lfsr[5] ^ (input_tdata ^ lfsr[23]);
      lfsr[7]  <= lfsr[6];
      lfsr[8]  <= lfsr[7];
      lfsr[9]  <= lfsr[8] ^ (input_tdata ^ lfsr[23]);
      lfsr[10] <= lfsr[9] ^ (input_tdata ^ lfsr[23]);
      lfsr[11] <= lfsr[10];
      lfsr[12] <= lfsr[11];
      lfsr[13] <= lfsr[12];
      lfsr[14] <= lfsr[13];
      lfsr[15] <= lfsr[14];
      lfsr[16] <= lfsr[15];
      lfsr[17] <= lfsr[16];
      lfsr[18] <= lfsr[17];
      lfsr[19] <= lfsr[18];
      lfsr[20] <= lfsr[19];
      lfsr[21] <= lfsr[20];
      lfsr[22] <= lfsr[21];
      lfsr[23] <= lfsr[22];
    end
endmodule
`resetall
==> design/flow/run.sh <==
#!/bin/bash
# OpenROAD 26Q1-2900-gdf79404cd8, Yosys 0.63+post, stock flow scripts
make -C /OpenROAD-flow-scripts/flow DESIGN_CONFIG=/design/flow/config.mk WORK_HOME=/design/flow/orfs finish
==> design/flow/config.mk <==
export PLATFORM = sky130hd
export DESIGN_NAME = serial_crc24
export DESIGN_NICKNAME = serial_crc24
export VERILOG_FILES = /design/flow/design.v
export SDC_FILE = /design/flow/constraint.sdc
export NUM_CORES = 4
export LEC_CHECK = 1
export CORE_UTILIZATION = 30
==> design/flow/constraint.sdc <==
current_design serial_crc24

set clk_period 4.7
set clk_io_pct 0.2

create_clock -name clk0 -period $clk_period [get_ports {aclk}]

set non_clock_inputs [all_inputs -no_clocks]
set_input_delay [expr $clk_period * $clk_io_pct] -clock clk0 $non_clock_inputs
set_output_delay [expr $clk_period * $clk_io_pct] -clock clk0 [all_outputs]
==> flow_metrics.tcl <==
# yosys + openroad results
set metrics [dict create \
    fin_skew_ns 0.008180 \
    criticalPathCategory "in2reg" \
    grt_max_degree 20 \
    logic_area_sq_um 459.2 \
    worstSetupStartpointType "primary input" \
    min-delay-path-class "reg2reg" \
    cts_root_buffer "clkbuf_8" \
    largest_register_ffs 24 \
    dr.max_layer_used "met4" \
    setup-tns-final_ns 0 \
    worst_ep_required_time_ns 4.72 \
    clock_latency_ns 0.26 \
    firstDrtPassIters 4 \
    hold_buffers 0 \
    tightest_slew_ns 0.6473 \
    cp_max_fo 13 \
    clk_path_buf_depth 2 \
    setup_ws_ns 2.077 \
    crit_start "aresetn" \
    io_pins 53 \
    nFillCells 330 \
    regMostFlops "lfsr" \
    fp_util_pct 32.21 \
    drive_gt1_share_pct 26.96 \
    yosys_area_sq_um 1224 \
    ys_seq_share_pct 58.90 \
    edf_count 24 \
    top_cell "edfxtp_1" \
    syn_inst 62 \
    grt_pass1_vias 717 \
    r2r_setup_slack_ns 3.17 \
    die_area_sq_um 4338 \
    drc 0 \
    total_power_w 0.0005793 \
    rsz0062_at_grt "no" \
    swShare_pct 17.58 \
    max_cap_violations 0 \
    finalCritPeriodShare_pct 55.80 \
    synth_warnings 1 \
    cts_tree "yes" \
    syn_avg_cell_area_sq_um 19.74 \
    track_usage_pct 11.04 \
    first_iter_violations 32 \
    cts_resized 0 \
    wl_um 2230 \
    yosysCellCount 62 \
    synthTopCellsByCount "24 x edfxtp_1, 18 x mux2_2, 6 x mux2_4, 6 x xor3_1, 3 x buf_6" \
    fin_hold_ws_ns 0.5863 \
    status "completed" \
    vias_per_cell 4.380 \
    r2r-end "lfsr[10]$_DFFE_PP_" \
    max_freq_mhz 381.3 \
    critical_path_arrival_ns 2.65 \
    gp_congestion 0.7179 \
    ys_async_sr_fraction_pct 0 \
    dr_wl_met3_um 225 \
    register_area_sq_um 720.7 \
    dp.final_hpwl_um 1610 \
    max-vdd-ir-drop_uv 142.9 \
    min_period_ns 2.623 \
    ff2ff_path_depth 2 \
    drt-met1-wl_um 1027 \
    routed-wl-met2_um 960 \
    clockPowerShare_pct 30.6 \
    h-tree-depth 1 \
    largestRegisters "lfsr (24)" \
    crit_path_end "lfsr[17]$_DFFE_PP_" \
    vias 714 \
    p_seq_share_pct 48.2 \
    gr-total-overflow 0 \
    port-buffer-count 52 \
    flop_cell "edfxtp_1" \
    coreArea_sq_um 3799 \
    slew_headroom_pct 56.65 \
    numCtsBuffers 3 \
    p_sw_w 0.0001018 \
    cts_setup_buffers 0 \
    timing.final.max_slew_violations 0 \
    intPower_w 0.0004775 \
    antenna_found_initial 0 \
    clock-sinks 24 \
    fp.dieW_um 65.87 \
    pre_cts_ws_ns 1.758 \
    p_leak_nw 0.7105 \
    critPathCaptureType "flop" \
    path_clk_slew_ns 0.09 \
    tool_warnings 25 \
    area_growth_pct 50.92 \
    synth_top_area_share_pct 58.90 \
    setup_viol 0 \
    antenna_cells 0 \
    synth.largest_area_cell "edfxtp_1" \
    area_leaders "edfxtp_1 59%, mux2_2 17%, xor3_1 12%" \
    wire_per_inst_um 13.68 \
    r2r_start "lfsr[23]$_DFFE_PP_" \
    grt_pass1_wl_um 3422 \
    die_y_um 65.87 \
    pwr-share-comb_pct 21.3 \
    synth_cell_types 10 \
    ant_nets 0 \
    powerDensity_nw_per_um2 313.7 \
    final_hold_viol_count 0 \
    rows 22 \
    syn_area_sq_um 1224 \
    synth_flops 24 \
]
[critical path, cell delays in order]
cell and delay [ns]:
clkdlybuf4s50_1 0.45, nor2b_2 0.55, buf_4 0.35, mux2_2 0.36
[how the worst min path moves through the flow]
| stage | from | to | slack [ns] | cells after the start |
|---|---|---|---|---|
| 6_report | lfsr[20]$_DFFE_PP_ | lfsr[21]$_DFFE_PP_ | 0.59 | 1 |
| 5_1_grt | lfsr[6]$_DFFE_PP_ | lfsr[7]$_DFFE_PP_ | 0.60 | 1 |
| 4_1_cts | lfsr[21]$_DFFE_PP_ | lfsr[22]$_DFFE_PP_ | 0.59 | 1 |
[cells in the final DEF (no fill, tap or decap)]
cell type / count
nor2b_2: 1
buf_4: 2
mux2_4: 6
clkbuf_8: 3
edfxtp_1: 24
xor2_1: 1
mux2_2: 18
nand2b_1: 1
bufinv_16: 1
clkdlybuf4s50_1: 52
xor3_1: 6
[cell type report]
class                   count  share of cell area [%]
clock buffers               3                   2.236
clock inverters             1                   1.626
repair buffers             54                   29.00
multi-input cells          33                   24.86
flip-flops and latches     24                   39.02
well taps                  48                   3.252
[per-layer routing]
metal	track usage, %	vias up
met4	1.902	0
li1	-	341
met2	15.18	35
met3	3.497	2
met5	0	-
met1	18.28	336
[through the flow]
stage / cell area (sq um) / std cells / utilization, %
after floorplan: 1224 / 62 / -
after global placement: 1775 / 159 / 46.74
after detailed placement: 1775 / 159 / 46.74
after CTS: 1847 / 163 / 48.62
after global routing: 1847 / 163 / 48.62
final: 1847 / 163 / 48.62
[cells by family (layout without fill, tap and decap cells)]
family / after synthesis / count (layout) / share of synthesized area, %
buf+inv: 5 / 58 / 3.783
xor+xnor: 7 / 7 / 12.37
flops: 24 / 24 / 58.90
mux: 24 / 24 / 23.93
simple gates: 2 / 2 / 1.023
[power groups by stage]
stage         Sequential (W)  Clock, W  Combinational [W]
global route        0.000283  0.000192           0.000133
CTS                 0.000280  0.000184           0.000125
finish              0.000279  0.000177           0.000123
Power and IR drop assume default switching activity.
