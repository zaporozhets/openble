==> flow/config.mk <==
export PLATFORM = sky130hd
export DESIGN_NAME = serializer
export DESIGN_NICKNAME = serializer
export VERILOG_FILES = /design/flow/design.v
export SDC_FILE = /design/flow/constraint.sdc
export NUM_CORES = 4
export LEC_CHECK = 1
export CORE_UTILIZATION = 30
==> flow/constraint.sdc <==
current_design serializer

set clk_period 3.4
set clk_io_pct 0.2

create_clock -name clk0 -period $clk_period [get_ports {aclk}]

set non_clock_inputs [all_inputs -no_clocks]
set_input_delay [expr $clk_period * $clk_io_pct] -clock clk0 $non_clock_inputs
set_output_delay [expr $clk_period * $clk_io_pct] -clock clk0 [all_outputs]
==> flow/design.v <==
`resetall   
`timescale 1 ns / 1 ps   
`default_nettype none   
module serializer #(
    parameter integer C_DATA_WIDTH = 32
) (
    input wire aclk,
    input wire aresetn,
    input wire restart,
    input  wire [$clog2(C_DATA_WIDTH):0] input_length,
    input  wire [      C_DATA_WIDTH-1:0] input_tdata,
    input  wire                          input_tvalid,
    output reg                           input_tready,
    input  wire                          input_tlast,
    output reg  output_tdata,
    output reg  output_tvalid,
    input  wire output_tready,
    output reg  output_tlast
);
  reg [C_DATA_WIDTH-1:0] shift_buffer_data = 0;
  reg [$clog2(C_DATA_WIDTH):0] shift_buffer_length = 0;
  reg [$clog2(C_DATA_WIDTH):0] shift_buffer_index = 0;
  reg shift_buffer_tlast;
  always @(posedge aclk) begin
    if (~aresetn | restart) begin
      shift_buffer_index <= 0;
      shift_buffer_length <= 0;
      shift_buffer_data <= 0;
      shift_buffer_tlast <= 0;
      input_tready <= 1;
      output_tvalid <= 0;
      output_tdata <= 0;
      output_tlast <= 0;
    end else begin
      if (input_tready & input_tvalid) begin
        input_tready <= 0;
        shift_buffer_data <= input_tdata;
        shift_buffer_length <= input_length;
        shift_buffer_index <= 1;
        shift_buffer_tlast <= input_tlast;
        output_tdata <= input_tdata[0];
        output_tvalid <= 1;
      end
      if (output_tvalid & output_tready) begin
        if (shift_buffer_index < shift_buffer_length) begin
          shift_buffer_index <= shift_buffer_index + 1;
          output_tvalid <= 1;
          output_tdata <= shift_buffer_data[shift_buffer_index];
          if ((shift_buffer_index + 1) == shift_buffer_length) begin
            output_tlast <= shift_buffer_tlast;
          end
        end else begin
          output_tvalid <= 0;
          output_tdata  <= 0;
          output_tlast  <= 0;
          input_tready  <= 1;
        end
      end
    end
  end
endmodule
`resetall
==> flow/run.sh <==
#!/bin/bash
# OpenROAD 26Q1-2900-gdf79404cd8, Yosys 0.63+post, stock flow scripts
make -C /OpenROAD-flow-scripts/flow DESIGN_CONFIG=/design/flow/config.mk WORK_HOME=/design/flow/orfs finish
==> qor.json <==
{
  "outcome": {"value": "finished, final reports clean"},
  "slew_at_the_pin_with_the_worst_max_slew_slack": {"value": 0.739, "unit": "ns"},
  "wire_per_inst": {"value": 12.5, "unit": "um"},
  "wl_met2": {"value": 2570, "unit": "um"},
  "clock_skew": {"value": 0.0109, "unit": "ns"},
  "count_of_clock_tree_sinks": {"value": 49},
  "synth.top_cell.area_share": {"value": 0.413},
  "clock_tree.root_cell": {"value": "sky130_fd_sc_hd__clkbuf_8"},
  "unrepaired_setup_endpoints_after_global_routing": {"value": "no"},
  "hpwl": {"value": 3610, "unit": "um"},
  "post_synth_tally_of_flip_flops_with_integrated_enable": {"value": 0},
  "critical-path-max-stage-delay": {"value": 0.81, "unit": "ns"},
  "postCtsSetupRepairBufs": {"value": 0},
  "detail_route.antenna_diodes": {"value": 0},
  "detailedRoute.firstPassIterationCount": {"value": 6},
  "highest-signal-layer": {"value": "met4"},
  "grt_pass1_wl": {"value": 8760, "unit": "um"},
  "routed_wirelength": {"value": 5260, "unit": "um"},
  "die_x": {"value": 91.0, "unit": "um"},
  "finalHoldWorstSlack": {"value": 0.454, "unit": "ns"},
  "vdd.ir_drop.worst": {"value": 0.178, "unit": "mV"},
  "tool_warnings": {"value": 25},
  "cellLeakagePower": {"value": 1.09, "unit": "nW"},
  "fmax": {"value": 447, "unit": "MHz"},
  "yosysChipArea": {"value": 0.00237, "unit": "mm^2"},
  "die_height": {"value": 91.0, "unit": "um"},
  "hold_viol_final": {"value": 0},
  "gp_congestion": {"value": 0.850},
  "antenna_violations_before_repair": {"value": 0},
  "cp_slowest_cell": {"value": "sky130_fd_sc_hd__dfxtp_1"},
  "detailroute.wirelength.met3": {"value": 174, "unit": "um"},
  "synth_warnings": {"value": 1},
  "power_density": {"value": 386, "unit": "mW/mm^2"},
  "synth_stat.cells": {"value": 280},
  "die_area": {"value": 0.00828, "unit": "mm^2"},
  "post_detailed_route_via_to_cell_ratio": {"value": 4.81},
  "crit_path_cell_trace": {"value": "ha_1 -> nand3_1 -> and2_1 -> or3_1 -> o2111ai_1 -> mux2i_1"},
  "slew_margin_rel": {"value": 0.506},
  "vias": {"value": 2023},
  "yosys.cell_types.count": {"value": 38},
  "grt_pass1_vias": {"value": 1939},
  "critical_path.max_fanout": {"value": 14},
  "worstHoldPathType": {"value": "reg -> reg"},
  "antenna_left": {"value": 0},
  "cts_htree_levels": {"value": 2},
  "grt_max_degree": {"value": 46},
  "post-route-period-util": {"value": 0.659},
  "finalSetupTns": {"value": 0, "unit": "ns"},
  "final_core_utilization": {"value": 0.396},
  "setup_viol": {"value": 0},
  "track_usage": {"value": 0.134},
  "ys_async_sr_fraction": {"value": 0},
  "placement.io_buffers": {"value": 47},
  "top_level_ports": {"value": 48},
  "cts-buffers-inserted": {"value": 5},
  "clkSlewWorstSetupHoldPaths": {"value": 0.09, "unit": "ns"},
  "ys_ff": {"value": 49},
  "post_synthesis_sequential_area_ratio": {"value": 0.413},
  "cts.repair.resized": {"value": 0},
  "area_growth": {"value": 28.1, "unit": "%"},
  "critPathKind": {"value": "reg -> reg"},
  "worstSetupEndpointType": {"value": "flop"},
  "post-route-cell-area": {"value": 0.00304, "unit": "mm^2"},
  "synth_top_flop_cell": {"value": "sky130_fd_sc_hd__dfxtp_1"},
  "cts_hold_buf": {"value": 0},
  "drc_errors": {"value": 0},
  "dr.first_iter.drc_count": {"value": 107},
  "core_region_area": {"value": 0.00769, "unit": "mm^2"},
  "critical_path_arrival": {"value": 2.47, "unit": "ns"},
  "synthTopCellsByArea": {"value": "sky130_fd_sc_hd__dfxtp_1 (41%), sky130_fd_sc_hd__nand2_1 (13%), sky130_fd_sc_hd__a21oi_1 (9.5%)"},
  "synth_cells": {"value": 280},
  "report.final.slew_viol_count": {"value": 0},
  "timing.critical_path.required": {"value": 3.63, "unit": "ns"},
  "grt_overflow_total": {"value": 0},
  "mean_syn_cell_area": {"value": 8.48, "unit": "um^2"},
  "wl_met1": {"value": 2490, "unit": "um"},
  "post_route_cells_drive_above_1_share": {"value": 0.0408},
  "cap_viol_max_count": {"value": 0},
  "core.rowCount": {"value": 32},
  "most_common_cell": {"value": "sky130_fd_sc_hd__nand2_1"},
  "placed_cell_area": {"value": 0.00293, "unit": "mm^2"},
  "clock_insertion_delay_worst_skew": {"value": 0.30, "unit": "ns"},
  "netlist_area": {"value": 0.00237, "unit": "mm^2"},
  "timing.critical_path.from_type": {"value": "flop"},
  "yosys.area.top_type": {"value": "sky130_fd_sc_hd__dfxtp_1"},
  "cts.path.max_buffers": {"value": 2},
  "tritoncts_clock_tree": {"value": "built"},
  "fp_util": {"value": 0.309},
  "top_cells_by_count": {"value": "sky130_fd_sc_hd__nand2_1 (82), sky130_fd_sc_hd__dfxtp_1 (49), sky130_fd_sc_hd__a21oi_1 (45), sky130_fd_sc_hd__clkbuf_1 (12), sky130_fd_sc_hd__o211ai_1 (8)"},
  "finalCriticalPeriod": {"value": 2.24, "unit": "ns"}
}
registers in the layout (all words and copies together) (netlist names):
| name | count |
|---|---|
| shift_buffer_index | 6 |
| output_tdata | 1 |
| shift_buffer_data | 32 |
| output_tlast | 1 |
| shift_buffer_length | 6 |
| input_tready | 1 |
| shift_buffer_tlast | 1 |
| output_tvalid | 1 |
worst paths after layout:
check                        start                    to  slack (ns)  cells past startpoint
max          shift_buffer_index[0]          output_tlast        1.16                      6
min           shift_buffer_data[0]  shift_buffer_data[0]        0.45                      2
max reg2reg  shift_buffer_index[0]          output_tlast        1.16                      6
min reg2reg   shift_buffer_data[0]  shift_buffer_data[0]        0.45                      2
power by group:
group,switching (mW),leakage (nW),internal [mW]
clock network,0.182,0.0585,0.240
registers,0.0119,0.398,0.590
logic,0.0694,0.636,0.0801
total,0.263,1.09,0.910
stage by stage:
stage	power, mW	worst slack (ns)	std cells
after floorplan	0.689	1.71	280
after global placement	0.766	1.01	413
after detailed placement	0.767	0.982	413
after CTS	1.19	1.15	421
after global routing	1.23	0.954	421
final	1.17	1.16	421
placed cells by master (no fill, tap or decap), types with 3 or more instances in the layout:
cell                               n
sky130_fd_sc_hd__a21oi_1          45
sky130_fd_sc_hd__and2_1            4
sky130_fd_sc_hd__buf_4             3
sky130_fd_sc_hd__clkbuf_8          6
sky130_fd_sc_hd__clkdlybuf4s50_1  47
sky130_fd_sc_hd__dfxtp_1          49
sky130_fd_sc_hd__ha_1              7
sky130_fd_sc_hd__inv_1             7
sky130_fd_sc_hd__mux2i_1           6
sky130_fd_sc_hd__mux4_1            7
sky130_fd_sc_hd__nand2_1          82
sky130_fd_sc_hd__nand2b_1          3
sky130_fd_sc_hd__nand3_1           7
sky130_fd_sc_hd__nor2_1            6
sky130_fd_sc_hd__o211ai_1          8
sky130_fd_sc_hd__o21ai_0           3
sky130_fd_sc_hd__xnor2_1           4
cells by family after synthesis:
logic type,count (synthesis),share of synthesized area
AOI/OAI and AO/OA,68,0.167
xor gates and xnor gates,7,0.0316
adders and majority gates,7,0.0369
buffers and inverters,27,0.0490
DFF,49,0.413
muxes,14,0.112
and+or+nand+nor,108,0.190
metal layers:
metal / vias to the layer above / track usage
met1: 941 / 0.190
met4: 0 / 0.0132
met2: 37 / 0.230
met5: - / 0
li1: 1043 / -
met3: 2 / 0.0187
area by class of cell:
cell class              instances  area [um^2]
clock inverters                 1         30.0
clock buffers                   7         86.3
well taps                     102          128
repair buffers                 51          513
inverters                       7         26.3
multi-input cells             204         1280
fillers                       791         4650
flip-flops and latches         49          981
worst max-delay path: cells and delay by family (launching register included):
family	cells	cell delay, ns
multiplexers	1	0.21
AND-OR/OR-AND	1	0.13
adder cells (fa/ha/maj)	1	0.35
AND/OR/NAND/NOR	3	0.69
flip-flops	1	0.81
No activity file was given, so power comes from the tool's default toggle rates.
